==> flow/design.v <==
`timescale 1ns/1ps
module dual_port_ram #(
   parameter DATA_WIDTH=32, parameter ADDR_WIDTH=3)
(
   input logic wr_clk, reset,
   input logic wr_en,
   input logic[DATA_WIDTH-1:0] write_data, 
   input logic[ADDR_WIDTH-1:0] write_addr,
   input logic rd_en, 
   input logic[ADDR_WIDTH-1:0] read_addr,
   output logic[DATA_WIDTH-1:0] read_data);
   logic[DATA_WIDTH-1:0] mem[2**ADDR_WIDTH-1:0];
   always@(posedge wr_clk, posedge reset) begin 
    if(reset) begin
      for(int i=0; i<(2**ADDR_WIDTH); i++) begin
        mem[i] <= 0;
      end 
    end 
    else begin
      if(wr_en) mem[write_addr]  <= write_data; 
    end
   end  
  assign read_data = (rd_en == 1) ? mem[read_addr] : mem[read_addr-1];
endmodule:dual_port_ram
`timescale 1ns/1ps
module shift_register#(
 parameter integer WIDTH=3, 
 parameter integer NUM_OF_STAGES=2,
 parameter logic[WIDTH-1:0] RESET_VALUE=0) 
(
  input logic clk, reset, 
  input logic [WIDTH-1:0] d,
  output logic [WIDTH-1:0] q
);
 logic[WIDTH-1:0] r[NUM_OF_STAGES-1:0];
 always@(posedge clk, posedge reset) begin
  if(reset == 1) begin
    for(int i=0; i<NUM_OF_STAGES; i++) begin
        r[i] <= RESET_VALUE;
    end 
  end
  else begin
    r[0] <= d;
    for(int i=0; i<(NUM_OF_STAGES-1); i++) begin
      r[i+1] <= r[i];
    end
  end
 end
 assign q = (reset==1) ? RESET_VALUE : r[NUM_OF_STAGES-1];
endmodule: shift_register
module async_fifo#(
  parameter DATA_WIDTH = 32,    
  parameter FIFO_DEPTH = 16)    
(
  input  logic wr_clk, rd_clk,  
  input  logic reset,  
  input  logic wr_en,  
  input  logic rd_en,  
  input  logic [DATA_WIDTH-1:0] data_in,   
  output logic [DATA_WIDTH-1:0] data_out,  
  output logic fifo_full,  
  output logic fifo_empty,  
  output logic fifo_almost_full,  
  output logic fifo_almost_empty  
);
 localparam ADDR_WIDTH = $clog2(FIFO_DEPTH);
 logic [ADDR_WIDTH:0] wr_ptr, wr_ptr_gray, wr_ptr_gray2, wr_ptr_binary2;
 logic [ADDR_WIDTH:0] rd_ptr, rd_ptr_gray, rd_ptr_gray2, rd_ptr_binary2;
 logic t_fifo_empty, t_fifo_full;
 always_ff@(posedge wr_clk,posedge reset) begin
   if (reset == 1)
    wr_ptr <= 0;
  else begin
    if ((wr_en == 1) && !fifo_almost_full)
      wr_ptr <= wr_ptr + 1;
  end
 end
 assign wr_ptr_gray =  binary_to_gray(wr_ptr);
 always_ff@(posedge rd_clk,posedge reset) begin
	 if (reset == 1)
    rd_ptr <= 0;
  else begin
    if ((rd_en == 1) && !fifo_almost_empty)
      rd_ptr <= rd_ptr + 1;
  end
 end
 assign rd_ptr_gray = binary_to_gray(rd_ptr); 
 assign t_fifo_empty =  (rd_ptr == wr_ptr_binary2) ? 1 : 0;
 assign fifo_almost_empty =  t_fifo_empty;
 assign t_fifo_full  =   ((wr_ptr[ADDR_WIDTH] != rd_ptr_binary2[ADDR_WIDTH]) && (wr_ptr[ADDR_WIDTH-1:0] == rd_ptr_binary2[ADDR_WIDTH-1:0])) ? 1 : 0;
 assign fifo_almost_full =  t_fifo_full;
 dual_port_ram #(
   .DATA_WIDTH(DATA_WIDTH),
   .ADDR_WIDTH(ADDR_WIDTH)) 
 fifo_memory_inst(
	 .wr_clk(wr_clk),
    .reset(reset),
    .wr_en(wr_en && !fifo_full),
    .write_data(data_in),
   .write_addr(wr_ptr[ADDR_WIDTH-1:0]),
    .rd_en(rd_en && !fifo_empty),
    .read_addr(rd_ptr[ADDR_WIDTH-1:0]),
    .read_data(data_out)
 );
 shift_register #(
  .WIDTH(ADDR_WIDTH), 
  .NUM_OF_STAGES(2)) 
 wr_ptr_synchronizer_inst(
  .clk(rd_clk),
  .reset(reset),
  .d(wr_ptr_gray),
  .q(wr_ptr_gray2)
 );
 assign wr_ptr_binary2 = gray_to_binary(wr_ptr_gray2); 
 shift_register #(
  .WIDTH(ADDR_WIDTH),
  .NUM_OF_STAGES(2))
  rd_ptr_synchronizer_inst(
    .clk(wr_clk),
    .reset(reset),
    .d(rd_ptr_gray),
    .q(rd_ptr_gray2)
 );
 assign rd_ptr_binary2 =  gray_to_binary(rd_ptr_gray2);
 shift_register #(
  .WIDTH(1), 
  .NUM_OF_STAGES(1),    
  .RESET_VALUE(1))   
 fifo_empty_inst(
  .clk(rd_clk),
  .reset(reset),
  .d(t_fifo_empty),
  .q(fifo_empty)
 );
 shift_register #(
	.WIDTH(1),
    .NUM_OF_STAGES(1),
    .RESET_VALUE(0))
    fifo_full_inst(
      .clk(wr_clk),
      .reset(reset),
      .d(t_fifo_full),
      .q(fifo_full)
 );
 function automatic [ADDR_WIDTH:0] binary_to_gray(logic [ADDR_WIDTH:0] value);
   begin 
     binary_to_gray[ADDR_WIDTH] = value[ADDR_WIDTH];
     for(int i=ADDR_WIDTH; i>0; i = i - 1)
       binary_to_gray[i-1] = value[i] ^ value[i - 1];
    end
 endfunction
 function logic[ADDR_WIDTH:0] gray_to_binary(logic[ADDR_WIDTH:0] value);
  begin 
     logic[ADDR_WIDTH:0] l_binary_value;
     l_binary_value[ADDR_WIDTH] = value[ADDR_WIDTH];
     for(int i=ADDR_WIDTH; i>0; i = i - 1) begin
      l_binary_value[i-1] = value[i-1] ^ l_binary_value[i];
     end
     gray_to_binary = l_binary_value;
  end
 endfunction
endmodule:async_fifo
==> flow/run.sh <==
#!/bin/bash
# OpenROAD 26Q1-2900-gdf79404cd8, Yosys 0.63+post, stock flow scripts
make -C /OpenROAD-flow-scripts/flow DESIGN_CONFIG=/design/flow/config.mk WORK_HOME=/design/flow/orfs finish
==> flow/config.mk <==
export PLATFORM = sky130hd
export DESIGN_NAME = async_fifo
export DESIGN_NICKNAME = async_fifo
export VERILOG_FILES = /design/flow/design.v
export SDC_FILE = /design/flow/constraint.sdc
export NUM_CORES = 4
export LEC_CHECK = 1
export CORE_UTILIZATION = 50
==> flow/constraint.sdc <==
current_design async_fifo

set clk_period 10.1
set clk_io_pct 0.2

create_clock -name clk0 -period $clk_period [get_ports {rd_clk}]
create_clock -name clk1 -period $clk_period [get_ports {wr_clk}]

set non_clock_inputs [all_inputs -no_clocks]
set_input_delay [expr $clk_period * $clk_io_pct] -clock clk0 $non_clock_inputs
set_output_delay [expr $clk_period * $clk_io_pct] -clock clk0 [all_outputs]
==> ci_impl_report.md <==
## PnR job results

| Metric | Value |
|---|---|
| Count of cells resized by post-cts repair | `0` |
| Cells traversed along the worst timing path | `clkdlybuf4s50_1 -> nor2_1 -> and2_1 -> nor2_1 -> a22oi_2 -> buf_4 -> o2bb2ai_1 -> a31oi_1 -> clkdlybuf4s50_1` |
| Crit path largest cell delay | `670 ps` |
| Data required, critical path | `8080 ps` |
| Number of iterations in the first detailed-routing pass | `9` |
| Worst setup SP type | `primary input` |
| CP endpoint kind | `output port` |
| Slowest-stage cell, CP | `clkdlybuf4s50_1` |
| Headroom to the max-slew limit | `43.48%` |
| Number of setup buffers added after CTS | `0` |
| Leak Pwr | `12.81 nW` |
| Max Slew Vio Count | `0` |
| Tally of unique sky130hd cells used after synthesis | `70` |
| Placed wire-length estimate after detailed placement | `50590 um` |
| Critical Setup Path Class | `in2out` |
| Remaining global-route overflow | `0` |
| Met3 WL post-DR | `11580 um` |
| Leading post-synthesis cells by cell area | `dfrtp_1, mux2_2, a222oi_1` |
| Count of tool warnings | `48` |
| Transition at the pin with the smallest max-transition slack | `844.8 ps` |
| Dominant register cell in the synthesized netlist | `dfrtp_1` |
| Setup violations, final | `0` |
| Post-synthesis async set-or-reset flop share | `100.0%` |
| Yosys Chip Area | `27340 um^2` |
| Number of vias per cell | `7.174` |
| Power per cell area | `416.9 nW/um^2` |
| Data arrival time at the worst-slack endpoint | `5710 ps` |
| Count of unresolved DRC violations after routing | `0` |
| Top area contributor share | `49.34%` |
| Total routed wirelength | `93730 um` |
| Warnings, synthesis | `13` |
| Seq cells post-synth | `540` |
| Tightest Hold Check Type | `reg2reg` |
| Number of endpoints with negative hold slack in the final report | `0` |
| Count of flip-flops with a built-in enable after synthesis | `0` |
| Clock Skews | `18.57 ps` |
| Number of buffers and inverters on the critical path | `3` |
| DR top layer | `met4` |
| First-pass GRT wire length | `140200 um` |
| Largest net degree at the start of global routing | `126` |
| RSZ-0062 raised after global routing | `false` |
| Number of primary I/O pins | `73` |
| Final GP Congestion | `0.9017` |
| Length of routed wiring on met1 | `36930 um` |
| Critical path peak fanout | `21` |
| Antenna violation net count after detailed routing | `0` |
| Yosys cell count | `2284` |
| Sequential element share of the synthesized area | `49.44%` |
| Fraction of layout instances using a drive strength above 1 | `31.45%` |
| Mapped cell area | `27340 um^2` |
| Clock transition at the registers of the reported paths | `60 ps` |
| Antenna violations before repair | `3` |
| Number of I/O port buffers | `71` |
| Drt wl/cell | `31.23 um` |
| Count of mapped cells out of synthesis | `2284` |
| Total routing resource utilization after global routing | `35.46%` |
| Largest area contributor in the synthesized netlist | `dfrtp_1` |
| Category of cells accounting for the largest share of critical-path delay | `buffers and inverters` |
| Largest voltage drop on the vdd net | `366.2 uV` |
| MaxCap Viol Count | `0` |
| Core utilization at floorplan | `50.70%` |
| Final Power | `12.81 mW` |
| Number of standard-cell rows in the floorplan | `85` |
| Chip Height | `235.8 um` |
| Count of hold buffers inserted by post-cts repair | `0` |
| Avg Cell Area, Syn | `11.97 um^2` |
| Min Hold Slack | `157.3 ps` |
| Post-route setup TNS | `0 ps` |
| Post-synthesis to final-layout area growth | `12.44%` |
| Met2 Routed Length | `41200 um` |
| X dimension of the die | `235.8 um` |
| Most popular library cell in the synthesized design by count | `dfrtp_1` |
| Number of global-route vias before repair | `21500` |
| CTS tree | `done` |
| Total via count after detailed routing | `21528` |
| Die area | `55610 um^2` |
| Iteration-0 DRC Markers | `2581` |
| Fill cell count | `4289` |
| Core ar. | `53920 um^2` |
| Most frequent cells after synthesis | `dfrtp_1, mux2_2, nand2_1` |
| Clk sinks | `540` |
| Outcome | `complete, no violations` |
-- worst paths after layout --
check	depth (start not counted)	start	slack [ps]	end
max in group clk1	7	reset	5670	fifo_memory_inst.mem[5][0]
min reg2reg	1	rd_ptr[4]	160	rd_ptr_synchronizer_inst.r[0][3]
min	1	rd_ptr[4]	160	rd_ptr_synchronizer_inst.r[0][3]
min in group clk0	0	wr_ptr_synchronizer_inst.r[0][2]	340	wr_ptr_synchronizer_inst.r[1][2]
max	9	reset	2370	data_out[15]
max reg2reg	6	wr_ptr[0]	7400	fifo_memory_inst.mem[10][31]
min in group asynchronous	3	reset	2380	rd_ptr_synchronizer_inst.r[0][2]
max in group asynchronous	6	reset	5160	fifo_memory_inst.mem[2][4]
-- worst reg2reg max path, delay by kind of cell, from the launching register on --
family                   cells  cell delay [ps]
AND/OR/NAND/NOR              2              770
buffers and inverters        2              730
flip-flops                   1              460
adder cells (fa/ha/maj)      1              220
multiplexers                 1              410
-- registers in the layout, indices dropped and copies added (netlist names) --
signal                      cells
wr_ptr                          5
rd_ptr                          5
fifo_empty_inst.r               1
fifo_memory_inst.mem          512
fifo_full_inst.r                1
rd_ptr_synchronizer_inst.r      8
wr_ptr_synchronizer_inst.r      8
-- cell families after synthesis --
logic type / share of synthesized area [%]
compound gates: 18.91
flops: 49.44
mux: 21.70
buf+inv: 3.831
xor+xnor: 0.7781
simple gates: 4.385
fa+ha+maj: 0.9612
-- metrics by stage --
step,setup WS [ps],cell area (um^2),utilization [%],instances
final,2366,30740,57.00,3001
after global placement,2518,28660,53.15,2883
after floorplan,-2490,27350,-,2284
after global routing,2325,30730,57.00,3000
after detailed placement,2412,28660,53.15,2883
after CTS,2433,30730,56.99,2998
-- routing by layer --
layer | vias to the layer above | GRT usage, %
met5 | - | 0
met4 | 0 | 12.42
met3 | 274 | 13.07
met2 | 1371 | 50.61
met1 | 10943 | 52.03
li1 | 8940 | -
-- area by class of cell --
class	instances	area (um^2)	area share (%)
clock buffers	93	1818	5.915
multi-input cells	1488	12950	42.15
diodes	3	7.507	0.02443
well taps	696	870.8	2.833
clock inverters	22	250.2	0.8142
flip-flops and latches	540	13510	43.97
repair buffers	138	1239	4.030
inverters	21	82.58	0.2687
-- cells in the final DEF (no fill, tap or decap), types with 26 or more instances in the layout --
master             n
nand2_1          118
a221oi_1          73
mux2_2           513
a31oi_1           26
nor3_1            26
buf_4             65
dfrtp_1          539
clkbuf_16         62
a22oi_1           93
a22o_1            53
a21oi_1           96
nor2_1            46
a222oi_1         128
clkdlybuf4s50_1   71
o22ai_1           35
-- power breakdown --
part	switching [mW]	leakage (nW)	internal (mW)
Sequential	0.862	6.66	3.22
Clock	0.930	1.03	1.36
Combinational	3.66	5.12	2.77
Power figures rest on the tool's default switching activity, not on a simulated workload.
